### ./config.mk
export PLATFORM = sky130hd
export DESIGN_NAME = riscv_top
export DESIGN_NICKNAME = riscv_top
export VERILOG_FILES = /design/flow/design.v
export SDC_FILE = /design/flow/constraint.sdc
export NUM_CORES = 4
export LEC_CHECK = 1
export CORE_AREA = 10 10 108 108
export DIE_AREA = 0 0 118 118
### ./constraint.sdc
current_design riscv_top

set clk_period 4.1
set clk_io_pct 0.2

create_clock -name clk0 -period $clk_period [get_ports {clk}]

set non_clock_inputs [all_inputs -no_clocks]
set_input_delay [expr $clk_period * $clk_io_pct] -clock clk0 $non_clock_inputs
set_output_delay [expr $clk_period * $clk_io_pct] -clock clk0 [all_outputs]
### ./design.v
module alu (
    input [31:0] a, b,
    input [3:0] alu_control,
    output reg [31:0] result,
    output zero
);
    assign zero = (result == 0);
    always @(*) begin
        case (alu_control)
            4'b0010: result = a + b;
            4'b0110: result = a - b;
            4'b0000: result = a & b;
            4'b0001: result = a | b;
            default: result = 0;
        endcase
    end
endmodule
module alu_decoder (
    input [1:0] alu_op,
    input [2:0] funct3,
    input funct7_5, 
    output reg [3:0] alu_control
);
    always @(*) begin
        case (alu_op)
            2'b00: alu_control = 4'b0010;  
            2'b01: alu_control = 4'b0110;  
            2'b10: begin  
                case (funct3)
                    3'b000: alu_control = (funct7_5) ? 4'b0110 : 4'b0010;  
                    3'b111: alu_control = 4'b0000;  
                    3'b110: alu_control = 4'b0001;  
                    default: alu_control = 4'b0010;
                endcase
            end
            default: alu_control = 4'b0010;
        endcase
    end
endmodule
module control_unit (
    input [6:0] opcode,
    output reg reg_write, alu_src, mem_to_reg, mem_read, mem_write, branch,
    output reg [1:0] alu_op
);
    always @(*) begin
        case (opcode)
            7'b0110011: begin  
                reg_write = 1; alu_src = 0; alu_op = 2'b10;
                mem_read = 0; mem_write = 0; mem_to_reg = 0; branch = 0;
            end
            7'b0010011: begin  
                reg_write = 1; alu_src = 1; alu_op = 2'b00;
                mem_read = 0; mem_write = 0; mem_to_reg = 0; branch = 0;
            end
            default: begin  
                reg_write = 0; alu_src = 0; alu_op = 2'b00;
                mem_read = 0; mem_write = 0; mem_to_reg = 0; branch = 0;
            end
        endcase
    end
endmodule
module imm_gen (
    input [31:0] instr,
    output [31:0] imm_ext
);
    assign imm_ext = {{20{instr[31]}}, instr[31:20]};
endmodule
module instruction_mem (
    input [31:0] addr,
    output reg [31:0] instruction
);
    always @(*) begin
        case (addr)
            32'h00000000: instruction = 32'h00500093;  
            32'h00000004: instruction = 32'h00c08113;  
            default:      instruction = 32'h00000013;  
        endcase
    end
endmodule
module pc_unit (
    input clk,
    input reset,
    input [31:0] pc_next,
    output reg [31:0] pc
);
    always @(posedge clk or posedge reset) begin
        if (reset)
            pc <= 32'h00000000;
        else
            pc <= pc_next;
    end
endmodule
module register_file (
    input clk,
    input rf_en,
    input [4:0] rs1, rs2, rd,
    input [31:0] write_data,
    output [31:0] reg_data1, reg_data2
);
    reg [31:0] registers [31:0];
    assign reg_data1 = (rs1 == 5'b0) ? 32'b0 : registers[rs1];
    assign reg_data2 = (rs2 == 5'b0) ? 32'b0 : registers[rs2];
    always @(posedge clk) begin
        if (rf_en && rd != 5'b0) begin
            registers[rd] <= write_data;
        end
    end
endmodule
module riscv_top (
    input clk,
    input reset,
    output [31:0] pc_out
);
    wire [31:0] current_pc, pc_next, instr, reg_data1, reg_data2, alu_result, imm_ext, alu_in2;
    wire [3:0] alu_ctrl_signal;
    wire [1:0] alu_op;
    wire reg_write, alu_src, mem_read, mem_write, mem_to_reg, branch, alu_zero;
    assign pc_next = current_pc + 4;
    assign pc_out = current_pc;
    pc_unit my_pc (.clk(clk), .reset(reset), .pc_next(pc_next), .pc(current_pc));
    instruction_mem my_mem (.addr(current_pc), .instruction(instr));
    imm_gen my_imm (.instr(instr), .imm_ext(imm_ext));
    control_unit my_ctrl (
        .opcode(instr[6:0]), .reg_write(reg_write), .alu_op(alu_op),
        .mem_to_reg(mem_to_reg), .mem_read(mem_read), .mem_write(mem_write),
        .alu_src(alu_src), .branch(branch)
    );
    alu_decoder my_dec (
        .alu_op(alu_op), .funct3(instr[14:12]), .funct7_5(instr[30]),
        .alu_control(alu_ctrl_signal)
    );
    register_file my_rf (
        .clk(clk), .rf_en(reg_write),
        .rs1(instr[19:15]), .rs2(instr[24:20]), .rd(instr[11:7]),
        .write_data(alu_result), .reg_data1(reg_data1), .reg_data2(reg_data2)
    );
    assign alu_in2 = (alu_src) ? imm_ext : reg_data2;
    alu my_alu (
        .a(reg_data1), .b(alu_in2), .alu_control(alu_ctrl_signal),
        .result(alu_result), .zero(alu_zero)
    );
endmodule
### ./run.sh
#!/bin/bash
# OpenROAD 26Q1-2900-gdf79404cd8, Yosys 0.63+post, stock flow scripts
make -C /OpenROAD-flow-scripts/flow DESIGN_CONFIG=/design/flow/config.mk WORK_HOME=/design/flow/orfs finish
==> deck_impl_summary.md <==
Implementation Results

Run status
  • Run status: finished, final reports clean

GRT
  • GRT Resource Usage Total: 4.639%
  • GR Overflow Total: 0
  • Number of antenna violations at the first check in global routing: 0
  • Maximum number of pins on one net before global-route repair: 31
  • Vias in the first global route: 948
  • Global-route wire length before repair: 5.306 mm

Cells and area
  • Layout filler cell count: 1,047
  • Number of flip-flops in the largest register: 30
  • FF/Latch Area: 750.7 um^2
  • Layout overhead on the synthesized area: 40.90%
  • Post-route standard cell area excluding fillers: 1927 um^2
  • Register with the highest flop count: my_pc.pc
  • Regs by FF count: my_pc.pc: 30 flops
  • Logic cell area: 590.6 um^2
  • Fraction of final layout cells sized beyond drive strength 1: 9.804%

CTS
  • Total CTS buffers: 5
  • TritonCTS clock tree: built
  • Clk root buf: clkbuf_8
  • CTS clk-pin slew, worst paths: 60 ps
  • Insertion delay to the later sink of the worst-skew pair: 270 ps
  • Post-CTS Resized: 0
  • Post-CTS setup-driven buffer insertion count: 0
  • Maximum level of the CTS H-tree: 2
  • CTS sink count: 30
  • Clock Path Buffers: 2
  • Hold-fix buffers at CTS: 0

Min path
  • Hold path startpoint: my_pc.pc[31]
  • Hold Path Class: reg -> reg

Setup path
  • Largest delay share family, worst path: buffers and inverters
  • Logic depth of the worst path, buffers included: 1
  • R2R depth: 5
  • Slowest cell on the critical path: clkdlybuf4s50_1
  • Capturing element of the worst setup path: pc_out[9]
  • CP bufs+invs: 1
  • Launch point of the worst path: my_pc.pc[9]
  • Launch instance of the worst register-to-register path: my_pc.pc[2]
  • Critical Path Max Stage Delay: 530 ps
  • Required time of the worst setup path: 3280 ps
  • Kind of launch point of the worst setup path: flop
  • Worst r2r dst: my_pc.pc[30]
  • Type of the worst setup path: reg -> out
  • Peak fanout along the critical path: 6
  • Flop-to-flop setup slack: 2330 ps
  • Arrival time at the worst endpoint: 1280 ps
  • CP endpoint kind: primary output
  • Critical-path cell list: clkdlybuf4s50_1

Detailed routing
  • Drt total wl: 3.207 mm
  • Total number of vias: 938
  • 1st-iter DRT viols: 20
  • DR WL/cell: 11.37 um
  • Detail Route Antenna Nets: 0
  • Ratio of routed vias to standard cells: 3.326
  • Drt first pass iters: 4
  • Residual DRC count: 0
  • Antenna diode count: 0

Synthesis
  • Area reported by Yosys stat: 1368 um^2
  • Flops out of synthesis: 30
  • Proportion of synthesized chip area in sequential cells: 54.89%
  • Count of warnings emitted by yosys: 6
  • Count of instantiated cells in the yosys netlist: 114
  • Cell area after technology mapping: 1368 um^2
  • Synthesized instance count: 114
  • Average cell area after synthesis: 12.00 um^2
  • Count of unique library cells instantiated by Yosys: 20

Final timing
  • Unrepaired setup endpoints after global routing: false
  • Max-slew headroom: 63.70%
  • Setup TNS Final: 0 ps
  • Final critical-path share of the clock period: 51.22%
  • Fin Clk Skew: 4.624 ps
  • Post-route setup slack: 2000 ps
  • Slew Viols, Final: 0
  • Final Hold Vio Count: 0
  • Transition at the pin with the smallest max-transition slack: 540.4 ps
  • Highest clock frequency the design can meet: 0.4762 GHz
  • Final worst path period need: 2100 ps
  • Final setup violating endpoints: 0

Floorplan
  • FP Util: 14.73%
  • Core Area: 9284 um^2
  • Area of the die: 13,920 um^2
  • Horizontal extent of the die: 118 um
  • Io pins: 34
  • Row count: 35
  • Die span in y: 118 um

Power and ir drop
  • Static leakage power: 0.8533 nW
  • Total power per unit cell area: 282.5 nW/um^2
  • VDD IR max: 0.08319 mV

Place
  • Last weighted congestion value of the routability-driven placer: 0.7314
  • IO buf count: 31
  • Post-detailed-placement cell area: 1836 um^2
  • Placement Setup Slack: 2285 ps
  • Detailed placement HPWL: 2.515 mm

Flow run
  • Number of warning messages in the logs: 25
  • Tally of max-capacitance violations: 0
how the worst min path moves through the flow:
stage | end | slack, ps | cells past startpoint
CTS | my_pc.pc[31] | 480 | 1
global route | my_pc.pc[31] | 490 | 1
finish | my_pc.pc[31] | 480 | 1
power breakdown:
| part | internal (mW) | total, mW | switching (mW) | leakage, nW |
|---|---|---|---|---|
| registers | 0.296 | 0.296 | 0 | 0.410 |
| logic | 0.00152 | 0.00743 | 0.00590 | 0.396 |
| clock network | 0.135 | 0.241 | 0.106 | 0.0482 |
| total | 0.433 | 0.544 | 0.112 | 0.853 |
cell type report:
class | count | area share, %
Tap cell | 129 | 8.377
Multi-Input combinational cell | 79 | 30.65
Timing Repair Buffer | 32 | 16.49
Sequential cell | 30 | 38.96
Inverter | 4 | 0.7792
Clock inverter | 1 | 0.2597
Clock buffer | 7 | 4.481
synth_stat cells:
master   number  area [um^2]
ha_1          1        12.51
nor4_4        3        63.81
and3_1        4        25.02
nand3_2       1        10.01
nor3_1        3        15.01
nand2_1      10        37.54
nand3_4       1        17.52
nand4_2       1        12.51
nand3_1      10        50.05
inv_1         4        15.01
nand4_4       1        21.27
nand4_1       6        37.54
nor2_1        6        22.52
or2_1         1        6.260
conb_1        1        3.750
xor2_1        9        78.83
dfrtp_1      30        750.7
buf_4         2        15.01
nor4_1        1        6.260
xnor2_1      19        166.4
placed cells by master, fill, tap and decap left out, types with 3 or more instances in the layout:
cell type	n
nor4_4	3
clkbuf_8	6
clkdlybuf4s50_1	31
dfrtp_1	30
inv_1	4
nand3_1	10
and3_1	4
xnor2_1	19
nor2_1	6
xor2_1	9
nand2_1	10
nor3_1	3
nand4_1	6
kinds of logic after synthesis:
logic type	after synthesis	synth area share, %
buffers and inverters	6	2.195
adders and majority gates	1	0.9148
and+or+nand+nor	48	23.79
xor gates and xnor gates	28	17.93
DFF	30	54.89
other	1	0.2742
metal layers:
metal	vias up	global-route usage [%]	routed length, um
met2	23	6.573	1403
met3	5	2.236	263
met1	450	6.374	1502
li1	460	-	-
met4	0	0.6955	38
met5	-	0	0
per-stage QoR:
stage	hold WS, ps	util [%]	instances	power [mW]
after detailed placement	474.5	19.77	274	0.3097
final	475.1	20.75	282	0.5443
after global routing	487.6	20.75	282	0.5675
after global placement	461.3	19.77	274	0.3097
after floorplan	424.5	-	115	0.3072
after CTS	483.4	20.75	282	0.5559
Power and IR drop assume default switching activity.
